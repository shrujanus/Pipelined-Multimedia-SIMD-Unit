[design/flow/config.mk]
export PLATFORM = sky130hd
export DESIGN_NAME = mux
export DESIGN_NICKNAME = mux
export VERILOG_FILES = /design/flow/design.v
export SDC_FILE = /design/flow/constraint.sdc
export NUM_CORES = 4
export LEC_CHECK = 1
export CORE_AREA = 10 10 348 348
export DIE_AREA = 0 0 358 358
[design/flow/constraint.sdc]
current_design mux

set clk_period 1.0
set clk_io_pct 0.2

create_clock -name clk0 -period $clk_period

set non_clock_inputs [all_inputs -no_clocks]
set_input_delay [expr $clk_period * $clk_io_pct] -clock clk0 $non_clock_inputs
set_output_delay [expr $clk_period * $clk_io_pct] -clock clk0 [all_outputs]
[design/flow/design.v]
`timescale 1ns / 1ps
module mux (
    input  logic s1, s2, s3,
    input  logic [127:0] d1m, d2m, d3m,
    input  logic [127:0] data,
    output logic [127:0] rs1, rs2, rs3
);
    always_comb begin
        rs1 = d1m;
        rs2 = d2m;
        rs3 = d3m;
        if (s1) rs1 = data;
        if (s2) rs2 = data;
        if (s3) rs3 = data;
    end
endmodule
[design/flow/run.sh]
#!/bin/bash
# OpenROAD 26Q1-2900-gdf79404cd8, Yosys 0.63+post, stock flow scripts
make -C /OpenROAD-flow-scripts/flow DESIGN_CONFIG=/design/flow/config.mk WORK_HOME=/design/flow/orfs finish
==> impl_metrics.env <==
# physical design summary
export IMPL_status="complete, but fails checks"
export IMPL_violations="setup timing"
export IMPL_crit_type="in2out"
export IMPL_finalWeightedCongestion=1.01
export IMPL_drive_gt1_share_pct=67.8
export IMPL_seq_cells=0
export IMPL_cp_top_family="buffers and inverters"
export IMPL_required_ns=0.80
export IMPL_synthSimpleGateAreaFrac_pct=0
export IMPL_dp_cells=2839
export IMPL_tns_ns=-141.60
export IMPL_placed_area_sq_mm=0.0158
export IMPL_combPwrFrac_pct=100.0
export IMPL_postSynthAreaPerCell_sq_um=11.4
export IMPL_regArea_sq_um=0
export IMPL_hp_class="in2out"
export IMPL_power_switching_mw=3.75
export IMPL_dp_slack_ns=-0.909
export IMPL_whs_ns=0.714
export IMPL_ys_cells=426
export IMPL_ys_sh_mux_pct=89.0
export IMPL_crit_top_cell="buf_16"
export IMPL_switching_share_pct=35.8
export IMPL_core_sq_mm=0.113
export IMPL_cp_start_kind="input port"
export IMPL_setup_viol=384
export IMPL_common_cells="mux2_2 (384), clkbuf_8 (24), buf_6 (18)"
export IMPL_worstPathArrival_ns=1.34
export IMPL_pwr_share_clk_pct=0
export IMPL_synthTopCellsByArea="mux2_2 (89%), clkbuf_8 (6.8%), buf_6 (4.2%)"
export IMPL_io_pins=899
export IMPL_warnings=34
export IMPL_gr_total_overflow=0
export IMPL_p_leak_nw=10.1
export IMPL_rsz0062_at_grt="yes"
export IMPL_largest_area_cell="mux2_2"
export IMPL_chip_area_sq_mm=0.128
export IMPL_total_power_mw=10.5
export IMPL_syn_to_final_growth_pct=334
export IMPL_end_kind="output pin"
export IMPL_n_fill_cell=12300
export IMPL_viasPerCell=3.22
export IMPL_ctsHoldBuffers=0
export IMPL_initial_core_util_pct=4.30
export IMPL_grt_pass1_wl_mm=141
export IMPL_path_buffers=6
export IMPL_yosys_warnings=1
export IMPL_syn_area_sq_mm=0.00486
export IMPL_wl_per_cell_um=37.5
export IMPL_nClkBuffers=0
export IMPL_final_antenna_net_count=0
export IMPL_powerDensity_mw_per_mm2=496
export IMPL_wl_mm=119
export IMPL_grt_usage_pct=17.7
export IMPL_hpwl_mm=104
export IMPL_topCombFamilyByArea="multiplexers"
export IMPL_hold_viol_final=0
export IMPL_worst_slack_ns=-0.537
export IMPL_antenna_found_initial=205
export IMPL_max_cap_viol_count=0
export IMPL_die_x_um=358
export IMPL_ys_types=3
export IMPL_yosys_area_share_aoi_pct=0
export IMPL_internal_power_mw=6.71
export IMPL_post_route_min_period_ns=1.54
export IMPL_rows=123
export IMPL_most_common_cell="mux2_2"
export IMPL_ys_seq_share_pct=0
export IMPL_path_max_fanout=6
export IMPL_crit_path_top_delay_cell="mux2_4"
export IMPL_drc=0
export IMPL_fin_util_pct=18.7
export IMPL_design_area_sq_mm=0.0211
export IMPL_dr_pass1_iters=5
export IMPL_seqPwrFrac_pct=0
export IMPL_yosys_area_sq_mm=0.00486
export IMPL_adder_share_pct=0
export IMPL_max_clock_freq_ghz=0.651
export IMPL_netlist_area_leader_share_pct=89.0
export IMPL_chipHeight_um=358
export IMPL_ys_sh_xor_pct=0
export IMPL_maxSlewViolCount=0
export IMPL_slew_headroom_pct=73.8
export IMPL_grt_max_degree=13
export IMPL_vias=10200
export IMPL_syn_inst=426
export IMPL_port_buffers=899
export IMPL_ir_drop_mv=0.161
export IMPL_worstPathCellList="buf_16 -> buf_16 -> buf_16 -> buf_12 -> buf_6 -> mux2_4 -> buf_6"
export IMPL_fin_crit_sh_pct=154
export IMPL_worst_slew_pin_slew_ns=0.393
export IMPL_slowest_delay_ns=0.29
export IMPL_dr_first_iter_drc_count=603
export IMPL_layout_cells_non_filler=3172
export IMPL_grt_pass1_vias=9957
-- worst min-delay path: stages --
cell and delay [ns]:
dlymetal6s2s_1 0.09, mux2_4 0.15, buf_6 0.08
-- power by group through the flow --
stage	logic, mW	registers (mW)	clock network (mW)
after CTS	9.77	0	0
after global routing	10.8	0	0.00000619
final	10.5	0	0.0000108
-- final cells by class --
| type | instances | area (sq um) | area share, % |
|---|---|---|---|
| Multi-Input combinational cell | 384 | 5700 | 27.1 |
| Antenna cell | 81 | 203 | 0.962 |
| Tap cell | 1500 | 1880 | 8.91 |
| Timing Repair Buffer | 1207 | 13300 | 63.1 |
-- metal layers --
| metal | GRT usage [%] | wire length, um |
|---|---|---|
| met1 | 20.7 | 45000 |
| met3 | 15.3 | 22000 |
| met5 | 0 | 1540 |
| met4 | 1.25 | 1750 |
| met2 | 25.1 | 48500 |
-- layout by cell type, fill, tap and decap left out --
master           netlist  layout
buf_8                  0      40
buf_2                  0      58
buf_16                 0      26
mux2_2               384      17
mux2_4                 0     367
clkdlybuf4s50_1        0     279
clkbuf_2               0      16
buf_6                 18     480
buf_4                  0      20
diode_2                0      81
dlygate4sd2_1          0     202
buf_12                 0      52
dlymetal6s2s_1         0      31
clkbuf_16              0       2
clkdlybuf4s15_2        0       1
-- path summary, 6_finish.rpt --
path,startpoint,endpoint,slack (ns),depth (start not counted)
hold / removal,d2m[18],rs2[18],0.71,3
setup / recovery,s3,rs3[116],-0.54,7
-- cell families (layout without fill, tap and decap cells) --
family | count (synthesis) | count (layout)
multiplexers | 384 | 384
other | 0 | 81
buffers and inverters | 42 | 1207
-- timing repair --
action                     4_1_cts  5_1_grt
gates resized                 2272      409
gates cloned                    24        2
setup endpoints to repair      384      384
pin swaps                        0        0
setup buffers                  217       44
Power figures rest on the tool's default switching activity, not on a simulated workload.
