`./config.mk`:
```
export PLATFORM = sky130hd
export DESIGN_NAME = IdEx_reg
export DESIGN_NICKNAME = IdEx_reg
export VERILOG_FILES = /design/flow/design.v
export SDC_FILE = /design/flow/constraint.sdc
export NUM_CORES = 4
export LEC_CHECK = 1
export CORE_AREA = 10 10 318 318
export DIE_AREA = 0 0 328 328
```
`./constraint.sdc`:
```
current_design IdEx_reg

set clk_period 1.0
set clk_io_pct 0.2

create_clock -name clk0 -period $clk_period [get_ports {clk}]

set non_clock_inputs [all_inputs -no_clocks]
set_input_delay [expr $clk_period * $clk_io_pct] -clock clk0 $non_clock_inputs
set_output_delay [expr $clk_period * $clk_io_pct] -clock clk0 [all_outputs]
```
`./design.v`:
```
`timescale 1ns / 1ps
module IdEx_reg (
    input  logic clk,
    input  logic [24:0] opcode,
    input  logic [127:0] d1in, d2in, d3in,
    output logic [24:0] func,
    output logic [127:0] d1out, d2out, d3out
);
    always_ff @(posedge clk) begin
        func <= opcode;
        d1out <= d1in;
        d2out <= d2in;
        d3out <= d3in;
    end
endmodule
```
`./run.sh`:
```
#!/bin/bash
# OpenROAD 26Q1-2900-gdf79404cd8, Yosys 0.63+post, stock flow scripts
make -C /OpenROAD-flow-scripts/flow DESIGN_CONFIG=/design/flow/config.mk WORK_HOME=/design/flow/orfs finish
```
==> impl_metrics.yaml <==
# physical design summary
yosys:
  synth_stat.cells: 409
  mux_share_pct: 0
  ys_area_mm2: 0.00819
  synth_cell_types: 1
  ys.flops: 409
  area_leaders: "dfxtp_1"
  synth_area_leader_cell: "dfxtp_1"
  syn_area_per_cell_um2: 20.0
  yosys.area_share.adder_pct: 0
  simple_gate_area_share_pct: 0
  netlist_area_mm2: 0.00819
  synth_warnings: 1
  postSynthSeqShare_pct: 100
  aoi_share_pct: 0
  synthCells: 409
  top_area_share_pct: 100
  ys_sh_xor_pct: 0
final_timing:
  fin_tns_setup_ps: -78200
  fin_crit_ps: 1230
  tightest_slew_ps: 265
  setup_violations: 409
  fmax_mhz: 811
  fin_crit_sh_pct: 123
  slew_headroom_pct: 82.3
  hold_viol: 0
  rsz0062_at_grt: "yes"
  finalWorstSetupSlack_ps: -233
  slew_violations: 0
critical_path:
  path_max_fanout: 1
  worst-setup-path-type: "reg -> out"
  crit_arrival_ps: 1030
  crit_path_max_incr_delay_ps: 330
  crit_path_end_kind: "output port"
  cp_cell_sequence: "buf_2"
  cp_top_family: "flip-flops"
  crit_buf_inv: 1
  crit_path_start_kind: "flip-flop"
  critPathSlowestCell: "dfxtp_2"
  cp.required_ps: 800
power:
  vdd.ir_drop.worst_v: 0.00185
  power.density_mw_per_mm2: 1860
  power.leakage_nw: 8.51
placed_design:
  portBuffers: 818
  gp_congestion: 0.825
  dp_hpwl_um: 35300
  postPlaceCellArea_mm2: 0.0180
floorplan:
  core_mm2: 0.0937
  chipArea_mm2: 0.108
  rows: 112
  initial_core_util_pct: 8.73
  pin_count: 819
  die-width_um: 328
  die_h_um: 328
clock_network:
  cts_tree: "done"
  clock-sinks: 409
  clk_path_buf_depth: 3
  root_buffer: "clkbuf_16"
  clk_pin_slew_ps: 60
  postCtsSetupRepairBufs: 0
  cts_made_buffers: 46
  htreeDepth: 2
flow_run:
  cap_violations: 0
  warning_count: 27
drt:
  drc_errors: 0
  wirelength_um: 45600
  num_vias: 7400
  firstDrtPassIters: 4
  drtIter0Drc: 126
  wl_per_cell_um: 16.2
  via_per_inst: 2.63
  ant_nets: 0
global_routing:
  overflow: 0
  grt_pass1_vias: 8288
  grt_pass1_wl_um: 62900
  grt_max_degree: 14
  antenna_found_initial: 18
  grt_use_total_pct: 8.09
run_status:
  violations: "setup timing"
  status: "finished with violations"
cells_and_area:
  layout_top_cell: "clkdlybuf4s50_1"
  finish.instance_area_mm2: 0.0202
  mostFrequentLayoutCells: "clkdlybuf4s50_1, buf_2, dfxtp_1, dlygate4sd3_1, dfxtp_2"
  comb_area_um2: 0
  drive_gt1_share_pct: 37.3
  comb_cells: 0
  synthToLayoutAreaGrowth_pct: 147
worst_hold_path:
  hold_class: "in -> reg"
-- repair_timing --
item,4_1_cts,5_1_grt
setup endpoints to repair,409,409
gates resized,1424,55
endpoints found under the hold margin,247,0
hold buffers,247,0
-- path summary, 6_finish.rpt --
kind,from,to,cells after the start
min,d2in[14],d2out[14],1
max,d1out[21],d1out[21],1
-- flip-flops by register name (all words and copies together), names as in the netlist --
register  cells
d1out       128
func         25
d2out       128
d3out       128
-- per-stage QoR --
stage | power (mW) | utilization, % | std cells | setup WS, ps | hold WS [ps]
global route | 39.3 | 21.6 | 2814 | -311 | 7.40
floorplan | 17.5 | - | 409 | 538 | 228
finish | 37.6 | 21.6 | 2816 | -233 | 60.4
global placement | 21.2 | 19.2 | 2485 | -155 | 649
detailed placement | 21.2 | 19.2 | 2485 | -141 | 652
CTS | 38.4 | 21.4 | 2814 | -334 | 0.0445
-- kinds of logic (layout without fill, tap and decap cells) --
family	count (synthesis)	in the layout
other cells	0	2
flops	409	409
buf+inv	0	1151
-- power by group --
group | switching, mW | internal (mW) | leakage (nW)
combinational | 0.788 | 2.63 | 4.33
sequential | 0.213 | 17.2 | 3.45
clock | 6.87 | 9.85 | 0.729
total | 7.87 | 29.7 | 8.51
-- layer usage --
metal / share of wire [%] / vias to the layer above / GRT usage, %
met5: 0.28 / - / 0
met4: 2.5 / 22 / 1.75
met3: 14 / 73 / 4.69
met2: 48 / 520 / 13.4
met1: 35 / 3273 / 8.90
li1: - / 3512 / -
-- cell usage after synthesis --
library cell and instances:
dfxtp_1 409
-- area by class of cell --
class                 count  area (um^2)
Antenna cell              2         5.00
Clock buffer             62         1290
Clock inverter           20          210
Fill cell              9832        73500
Sequential cell         409         8310
Tap cell               1254         1570
Timing Repair Buffer   1069         8840
No activity file was given, so power comes from the tool's default toggle rates.
