--- /design/flow/run.sh ---
#!/bin/bash
# OpenROAD 26Q1-2900-gdf79404cd8, Yosys 0.63+post, stock flow scripts
make -C /OpenROAD-flow-scripts/flow DESIGN_CONFIG=/design/flow/config.mk WORK_HOME=/design/flow/orfs finish
--- /design/flow/config.mk ---
export PLATFORM = sky130hd
export DESIGN_NAME = ex_wb_stage_reg
export DESIGN_NICKNAME = ex_wb_stage_reg
export VERILOG_FILES = /design/flow/design.v
export SDC_FILE = /design/flow/constraint.sdc
export NUM_CORES = 4
export LEC_CHECK = 1
export CORE_AREA = 10 10 164 164
export DIE_AREA = 0 0 174 174
--- /design/flow/constraint.sdc ---
current_design ex_wb_stage_reg

set clk_period 1.0
set clk_io_pct 0.2

create_clock -name clk0 -period $clk_period [get_ports {clk}]

set non_clock_inputs [all_inputs -no_clocks]
set_input_delay [expr $clk_period * $clk_io_pct] -clock clk0 $non_clock_inputs
set_output_delay [expr $clk_period * $clk_io_pct] -clock clk0 [all_outputs]
--- /design/flow/design.v ---
`timescale 1ns / 1ps
module ex_wb_stage_reg (
    input  logic clk,
    input  logic [24:0] func,
    input  logic [127:0] dataEX,
    output logic [24:0] field,
    output logic [127:0] dataWB,
    output logic WE,
    output logic [4:0] rd
);
    always_ff @(posedge clk) begin
        field <= func;
        rd <= func[4:0];
        dataWB <= dataEX;
        WE <= 1'b0;
        if (func[24:0] == 25'b1100000000000000000000000) begin
            WE<= 1'b0;
        end
        else if (func[24] == 1'b0 || func[24:23] == 2'b10 || func[24:23] == 2'b11) begin
            WE <= 1'b1;
        end
    end
endmodule
==> impl_summary.log <==
[report] implementation figures
[metrics] run status: finished, violations left
[metrics] violations in the final reports: negative setup slack
[metrics] ordered list of cells on the worst path: buf_2
[metrics] total number of vias: roughly 2500
[metrics] delay of the slowest cell on the worst path: about 0.33 ns
[metrics] residual antenna-violating net count after detailed routing: 0
[metrics] htree depth: 4
[metrics] Final WS setup: -0.0499 ns
[metrics] TritonCTS clock tree: yes
[metrics] clock root buffer master: sky130_fd_sc_hd__clkbuf_16
[metrics] final non-filler cell area: 6590 sq um
[metrics] CTS clk-pin slew, worst paths: roughly 0.070 ns
[metrics] final tally of hold violations: 0
[metrics] dpl cell area: 6670 sq um
[metrics] Area growth syn-to-layout: 107%
[metrics] placed wire-length estimate after detailed placement: 10500 um
[metrics] ratio of cells with drive above 1 in the final layout: 0.439
[metrics] Die W: ~170 um
[metrics] count of unresolved DRC violations after routing: 0
[metrics] site row count: between 50 and 60
[metrics] critical path's top delay family: flip-flops
[metrics] drt first-iter violations: a little under 70
[metrics] commonest cells after routing, fill and taps aside: sky130_fd_sc_hd__buf_2 (158), sky130_fd_sc_hd__clkdlybuf4s50_1 (149), sky130_fd_sc_hd__dfxtp_1 (122), sky130_fd_sc_hd__dfxtp_2 (32), sky130_fd_sc_hd__clkbuf_16 (17)
[metrics] required time of the critical path: about 0.8 ns
[metrics] via/cell ratio: about 3
[metrics] Distinct cells, synth: 8
[metrics] TNS Setup: -2.21 ns
[metrics] Routed WL per cell: 15.3 um
[metrics] Max stage delay cell, worst path: sky130_fd_sc_hd__dfxtp_2
[metrics] total number of warnings across the stage logs: 27
[metrics] power share of the sequential group: 0.468
[metrics] clock sinks: 154
[metrics] Chip Footprint: between 30000 and 40000 sq um
[metrics] power per unit of standard cell area: approximately 2100 nW/um^2
[metrics] actual slew at the worst max-slew pin: about 0.31 ns
[metrics] number of max-slew violations in the final report: 0
[metrics] top-level I/O count: approximately 310
[metrics] worst min path class: in -> reg
[metrics] Synth Area per Inst: around 19 sq um
[metrics] largest net degree at the start of global routing: 17
[metrics] total global routing track utilization: 0.0801
[metrics] unrepaired setup endpoints after global routing: true
[metrics] Post-Syn Area: approximately 3200 sq um
[metrics] startpoint types: register
[metrics] total net switching power: roughly 3 mW
[metrics] cell accounting for the most synthesized area: sky130_fd_sc_hd__dfxtp_1
[metrics] first-pass detailed-route iteration total: 4
[metrics] Max rail drop VDD: between 0.8 and 0.9 mV
[metrics] startpoint-to-endpoint class of the critical path: reg -> out
[metrics] combinational power share: 0.066
[metrics] worst path buffer plus inverter count: 1
[metrics] Fmax: approximately 950 MHz
[metrics] overflow left after global routing: 0
[metrics] count of filler cells inserted in the layout: about 2500
[metrics] total cells reported by yosys after synthesis: around 170
[metrics] initial cell density of the core: 0.136
[metrics] sum of routed wire length over all layers: roughly 13000 um
[metrics] die outline height: ~170 um
[metrics] Min Clock Period, post-route: roughly 1.0 ns
[metrics] Net Sw Frac: 0.211
[metrics] Worst EP arrival: 0.85 ns
[metrics] critical-path maximum fanout: 1
[metrics] post-CTS setup buffer count: 0
[metrics] worst slew slack as a fraction of its limit: 0.788
[metrics] final worst path period share: 1.05
[metrics] most common cell after layout, fill and taps aside: sky130_fd_sc_hd__buf_2
[metrics] Main area contributors: sky130_fd_sc_hd__dfxtp_1 (97%), sky130_fd_sc_hd__buf_4 (1.2%), sky130_fd_sc_hd__nor4_1 (0.59%), sky130_fd_sc_hd__nor4b_1 (0.55%), sky130_fd_sc_hd__and4_1 (0.28%)
[metrics] Clock Power Share: 0.466
[metrics] Synth top area share: 0.969
[metrics] CP endpoint kind: output port
[metrics] final core utilization: 0.282
[metrics] number of warnings reported in the yosys synthesis log: 1
[metrics] number of failing setup endpoints in the final timing report: 147
[metrics] Cell Int Power: 11.0 mW
[metrics] CTS Buffer Depth: 2
[metrics] first-pass GRT wire length: around 18000 um
[metrics] Port Buffer Count: 312
[metrics] number of antenna violations at the first check in global routing: 1
[metrics] cts bufs inserted: 17
[metrics] number of instances in the synthesized netlist: 168
[metrics] synthesized chip area reported by yosys: about 3200 sq um
[metrics] gpl congestion: 0.768
[metrics] number of global-route vias before repair: roughly 2700
[metrics] post-synthesis sequential element count: approximately 150
[metrics] leakage power total: between 2 and 3 nW
[metrics] maxcap violations: 0
[metrics] Setup Slack @ Placement: -0.462 ns
[metrics] standard cell core area: between 20000 and 25000 sq um
[metrics] register share after synthesis: 0.969
==> flip-flops by register name, indices dropped and copies added, names as in the netlist <==
name    flops
field      25
WE          1
dataWB    128
==> logic make-up after synthesis <==
| logic type | synth area share |
|---|---|
| and+or+nand+nor | 0.0189 |
| DFF | 0.969 |
| buffers and inverters | 0.0118 |
==> metrics by stage <==
stage / std cells / power [mW] / hold slack (ns)
finish: 832 / 14.0 / 0.218
global placement: 795 / 7.92 / 0.649
global route: 831 / 14.7 / 0.190
floorplan: 168 / 6.61 / 0.228
detailed placement: 795 / 7.93 / 0.652
CTS: 827 / 14.3 / 0.191
==> area by class of cell <==
cell class	instances	area (sq um)	area share
flip-flops and latches	154	3120	0.474
repair buffers	317	2390	0.363
clock buffers	19	443	0.0672
well taps	319	399	0.0606
clock inverters	13	158	0.0239
multi-input cells	9	72.6	0.0110
diodes	1	2.50	0.000380
==> final timing paths <==
| kind | from | to | slack (ns) | cells past startpoint |
|---|---|---|---|---|
| worst max-delay path | dataWB[104] | dataWB[104] | -0.05 | 1 |
| worst min-delay path | dataEX[118] | dataWB[118] | 0.22 | 1 |
==> routing by layer <==
| layer | share of wire | vias up | GRT usage |
|---|---|---|---|
| li1 | - | 1197 | - |
| met1 | 0.39 | 1110 | 0.0888 |
| met2 | 0.48 | 178 | 0.134 |
| met3 | 0.12 | 9 | 0.0464 |
| met4 | 0.012 | 2 | 0.0103 |
| met5 | 0.00063 | - | 0 |
==> synth_stat cells <==
library cell	number
sky130_fd_sc_hd__nor4_1	3
sky130_fd_sc_hd__nor3_1	1
sky130_fd_sc_hd__buf_4	5
sky130_fd_sc_hd__nor4b_1	2
sky130_fd_sc_hd__nor2_1	1
sky130_fd_sc_hd__and4_1	1
sky130_fd_sc_hd__dfxtp_1	154
sky130_fd_sc_hd__nand4_1	1
==> power groups by stage <==
| stage | combinational [mW] | sequential [mW] | clock (mW) |
|---|---|---|---|
| CTS | 0.934 | 6.55 | 6.81 |
| global route | 1.00 | 6.58 | 7.08 |
| finish | 0.918 | 6.55 | 6.51 |
==> repair_timing <==
| item | in CTS | in global routing |
|---|---|---|
| hold buffers | 0 | 4 |
| resized | 538 | 13 |
| hold endpoints to repair | 0 | 4 |
| pin swaps | 1 | 5 |
| endpoints found under the setup margin | 160 | 160 |
Power and IR drop assume default switching activity.
